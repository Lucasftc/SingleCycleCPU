[/design/flow/design.v]
`timescale 1ns / 1ns
module GPR(ReadReg1,ReadReg2,WriteReg,WriteData,RegWrite,CLK,ReadData1,ReadData2);
input [4:0] ReadReg1;
input [4:0] ReadReg2;
input [4:0] WriteReg;
input [31:0] WriteData;
output [31:0] ReadData1;
output [31:0] ReadData2;
input RegWrite; 
input CLK;
reg [31:0] RegFile[31:0];
integer i;
initial begin
    for (i=0;i<32;i=i+1)
        RegFile[i]=0;
end
assign ReadData1=RegFile[ReadReg1];
assign ReadData2=RegFile[ReadReg2];
always @ (negedge CLK)
begin
    if(RegWrite)
    begin
        RegFile[WriteReg]=WriteData;
    end
end
endmodule
[/design/flow/run.sh]
#!/bin/bash
# OpenROAD 26Q1-2900-gdf79404cd8, Yosys 0.63+post, stock flow scripts
make -C /OpenROAD-flow-scripts/flow DESIGN_CONFIG=/design/flow/config.mk WORK_HOME=/design/flow/orfs finish
[/design/flow/config.mk]
export PLATFORM = sky130hd
export DESIGN_NAME = GPR
export DESIGN_NICKNAME = GPR
export VERILOG_FILES = /design/flow/design.v
export SDC_FILE = /design/flow/constraint.sdc
export NUM_CORES = 4
export LEC_CHECK = 1
export CORE_UTILIZATION = 40
[/design/flow/constraint.sdc]
current_design GPR

set clk_period 11.4
set clk_io_pct 0.2

create_clock -name clk0 -period $clk_period [get_ports {CLK}]

set non_clock_inputs [all_inputs -no_clocks]
set_input_delay [expr $clk_period * $clk_io_pct] -clock clk0 $non_clock_inputs
set_output_delay [expr $clk_period * $clk_io_pct] -clock clk0 [all_outputs]
==> reports/notes.md <==
- half-perimeter wire length after placement: 78850 um
- Leakage: 0.02575 uW
- Netlist cell types: 24
- total of max-cap violations: 0
- drt wl/cell: 23.47 um
- Clock Power Share: 0.493
- met2 global-route usage: 0.3692
- AO/OA Area Share: 0.08046
- die extent in y: 351.2 um
- cell type of the slowest stage on the worst timing path: clkdlybuf4s50_1
- first-pass iteration count of the detailed router: 5
- Peak supply drop: 135.6 uV
- first-pass GRT wire length: 213100 um
- startpoint type of the worst setup path: flip-flop
- kind of critical path: reg2out
- hold buffer count at cts: 0
- total power: 9904 uW
- post-cts sizing count: 0
- Simple Share, Synth: 0.04716
- antenna violations before repair: 2
- CP Capture Type: output port
- xor+xnor area frac: 0
- number of flip-flops in the largest register: 1024
- data required time at the worst endpoint: 9120 ps
- fraction of the mapped netlist area in adder cells: 0
- Power per Cell Area: 166.9 nW/um2
- Critical Path, Cell by Cell: mux2i_1, a22o_1, nor3_1, a31oi_1, nand3_1, clkdlybuf4s50_1
- number of buffers inserted to repair setup after CTS: 0
- Via Count: 34000
- max-slew violations: 0
- maximum number of pins on one net before global-route repair: 88
- area delta synth->final: 21.66%
- Mux cell area share: 0.2102
- number of OpenROAD warnings: 1027
- via density per instance: 5.480
- slew margin rel.: 0.3495
- number of design rule violations left after detail routing: 0
- num ports: 113
- worst-case setup slack after placement: 1033 ps
- most instantiated logic cell after routing: inv_1
- share of total power consumed by net switching: 0.2874
- Global Route met3 Usage: 0.1539
- die extent in x: 351.2 um
- Pint: 7058 uW
- clock transition at the registers of the reported paths: 30 ps
- fraction of final layout cells sized beyond drive strength 1: 0.07493
- number of warning messages in the yosys log: 1
- sequential share of power: 0.428
- Antenna Nets Post-Route: 0
- dominant kind of combinational cell: multiplexers
- number of standard-cell rows in the floorplan: 127
- total negative slack for setup checks: 0 ps
- RSZ-0062 raised after global routing: no
- worst hold path class: in2out
- met1 demand-to-capacity share in global routing: 0.3192
- area of the core: 120400 um2
- outcome: complete, no violations
- overall routing resource usage: 0.2540
- H-tree levels: 3
- commonest cells after routing, fill and taps aside: inv_1 (1055), edfxtp_1 (1024), mux2i_1 (1024)
- via count of the first global-routing pass: 36840
- number of endpoints failing setup at the final stage: 0
- final hold violation count: 0
- Chip Area: 123300 um2
- switching power: 2846 uW
- combined area of all synthesized cells: 48760 um2
- number of cells in the yosys synthesis report: 3387
- Chip Area, Yosys: 48760 um2
- root cell of the clock tree: clkbuf_16
- Routed WL: 145600 um
- tally of buffers added on design ports: 112
- violation tally from detailed-route iteration zero: 1999
- tightest hold margin: 5885 ps
- grt total ovfl: 0
- clock tree sinks: 1024
- mean area per synthesized cell: 14.40 um2
- transition time of the tightest slew-check pin: 973.4 ps
- Init Core Util: 0.4049
- TritonCTS clock tree: built
- Worst path max stage delay: 510 ps
- global routing's busiest layer: met2
- post-synthesis sequential element count: 1024
- deepest clock path buffer count: 3
- peak fanout along the critical path: 2
- CTS Buf Count: 113
- gate count of the mapped netlist: 3387
- arrival time at the worst endpoint: 8510 ps
- Logic pwr share: 0.078
- setup ws final: 612.6 ps
- Routability Congestion: 0.8708
- Seq/Total Area, Yosys: 0.6306
## path summary, 6_finish.rpt
kind / start / cells after the start / end
worst max-delay path: RegFile[7][13] / 6 / ReadData1[13]
worst min-delay path: ReadReg2[1] / 6 / ReadData2[16]
## area by class of cell
class	count	area, um2
flip-flops and latches	1024	30750
fillers	10200	61120
diodes	1	2.502
multi-input cells	2109	16780
repair buffers	236	2350
clock inverters	1107	4553
clock buffers	115	2878
well taps	1612	2017
## synthesized netlist by cell type (all sizes together)
library cell  number  area (um2)
mux2i           1024       10250
nand2            195       732.0
inv                1       3.750
nor2              35       131.4
buf              176        1234
edfxtp          1024       30750
nand3b             5       37.54
or3                1       6.260
a22o             128        1121
nand3            194       970.9
clkbuf            77       304.0
a31oi             64       400.4
nor2b              4       25.02
a21oi            192       960.9
or3b               3       26.28
and2               2       12.51
nand2b             4       25.02
or2                2       12.51
a22oi            192        1441
nor3              64       320.3
## per-stage QoR
step                area [um2]  std cells    util
floorplan                48760       3387       -
global placement         51900       4982  0.4309
detailed placement       51900       4982  0.4309
CTS                      59330       6203  0.4925
global route             59330       6203  0.4925
finish                   59330       6204  0.4926
## per-layer routing
metal | up-vias | part of all wire
li1 | 15640 | -
met1 | 16460 | 0.38
met2 | 1667 | 0.47
met3 | 225 | 0.12
met4 | 4 | 0.023
met5 | - | 0.00058
## worst max-delay path: cells and delay by family, from the launching register on
family | cells | cell delay [ps]
AND/OR/NAND/NOR | 2 | 420
multiplexers | 1 | 150
AND-OR/OR-AND | 2 | 660
flip-flops | 1 | 370
buffers and inverters | 1 | 510
## cells by family after synthesis
family | after synthesis
flops | 1024
mux | 1024
compound gates | 576
simple gates | 509
buf+inv | 254
## power by group through the flow
stage     Combinational (uW)  Clock [uW]  Sequential [uW]
5_1_grt                  821        5470             4240
6_report                 773        4890             4240
4_1_cts                  770        5040             4240
Power and IR drop assume default switching activity.
