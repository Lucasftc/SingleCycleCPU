`/design/flow/run.sh`:
```
#!/bin/bash
# OpenROAD 26Q1-2900-gdf79404cd8, Yosys 0.63+post, stock flow scripts
make -C /OpenROAD-flow-scripts/flow DESIGN_CONFIG=/design/flow/config.mk WORK_HOME=/design/flow/orfs finish
```
`/design/flow/config.mk`:
```
export PLATFORM = sky130hd
export DESIGN_NAME = MUX3x32
export DESIGN_NICKNAME = MUX3x32
export VERILOG_FILES = /design/flow/design.v
export SDC_FILE = /design/flow/constraint.sdc
export NUM_CORES = 4
export LEC_CHECK = 1
export CORE_AREA = 10 10 71 71
export DIE_AREA = 0 0 81 81
```
`/design/flow/constraint.sdc`:
```
current_design MUX3x32

set clk_period 3.9
set clk_io_pct 0.2

create_clock -name clk0 -period $clk_period

set non_clock_inputs [all_inputs -no_clocks]
set_input_delay [expr $clk_period * $clk_io_pct] -clock clk0 $non_clock_inputs
set_output_delay [expr $clk_period * $clk_io_pct] -clock clk0 [all_outputs]
```
`/design/flow/design.v`:
```
`timescale 1ns / 1ns
module MUX3x32(x0,x1,x2,sig,y);
input [31:0] x0;
input [31:0] x1;
input [31:0] x2;
input [1:0] sig;
output [31:0] y;
function  [31:0] select;
    input [31:0] x0,x1,x2;
    input [1:0]sig;
    case(sig)
        2'b00: select=x0;
        2'b01: select=x1;
        2'b10: select=x2;
    endcase
endfunction
assign y=select(x0,x1,x2,sig);
endmodule
module MUX3x5(x0,x1,x2,sig,y);
input [4:0] x0,x1,x2;
input [1:0] sig;
output [4:0] y;
function  [4:0] select;
    input [4:0] x0,x1,x2;
    input [1:0] sig;
    case(sig)
        2'b00:select=x0;
        2'b01:select=x1;
        2'b10:select=x2;
    endcase
endfunction
assign y=select(x0,x1,x2,sig);
endmodule
module MUX2x32(x0,x1,sig,y);
input [31:0]x0,x1;
input sig;
output [31:0] y;
assign y=sig?x1:x0;
endmodule
module MUX4x32(x0,x1,x2,x3,sig,y);
input [31:0] x0,x1,x2,x3;
input [1:0]sig;
output reg[31:0] y;
always @ (x0 or x1 or x3 or x3 or sig)
begin
    case(sig)
    2'b00:y=x0;
    2'b01:y=x1;
    2'b10:y=x2;
    2'b11:y=x3;
    endcase
end
endmodule
```
==> results.sh <==
# flow metrics
export IMPL_core_util_floorplan_pct=17.5
export IMPL_final_cells=284
export IMPL_top_cells_by_count="32 x a22oi_1, 32 x nand2_1, 30 x o21ai_1, 10 x buf_2, 3 x buf_6"
export IMPL_placeableCoreArea_um2=3630
export IMPL_route_final_wire_length_um=4440
export IMPL_ioPinCount=130
export IMPL_cts_setup_buffers=0
export IMPL_power_per_cell_area_nw_per_um2=125
export IMPL_hold_path_class="primary input to output pin"
export IMPL_ys_cells=113
export IMPL_setup_worst_path_class="primary input to output pin"
export IMPL_stage_log_warnings=33
export IMPL_flop_area_um2=0
export IMPL_drc=0
export IMPL_grt_start_max_net_pins=43
export IMPL_postRouteAntennaNets=0
export IMPL_detailroute_via_count=1281
export IMPL_worstPathRequired_ns=3.12
export IMPL_syn_to_final_growth_pct=208
export IMPL_fmaxAchievable_mhz=292
export IMPL_via_per_inst=4.51
export IMPL_end_kind="output pin"
export IMPL_cell_area_after_synthesis_um2=637
export IMPL_timing_max_transition_violations_final=0
export IMPL_combGateArea_um2=548
export IMPL_yosys_warnings=1
export IMPL_number_of_global_route_vias_before_repair=1328
export IMPL_yosys_area_top_type="a22oi_1"
export IMPL_post_route_period_util_pct=87.8
export IMPL_n_clock_buffer=0
export IMPL_nFillCells=327
export IMPL_die_height_um=81
export IMPL_drt_first_pass_iters=4
export IMPL_dp_hpwl_um=3840
export IMPL_cts_hold_repair_buffers=0
export IMPL_path_max_fanout=42
export IMPL_grt_first_pass_wirelength_um=6770
export IMPL_fin_setup_tns_ns=0
export IMPL_layout_min_cycle_time_ns=3.43
export IMPL_routability_congestion_estimate=0.799
export IMPL_design_die_area_um2=6560
export IMPL_placementRows=22
export IMPL_final_layout_size_suffix_gt1_share_pct=2.97
export IMPL_post_synth_cell_area_avg_um2=5.64
export IMPL_power_leakage_uw=0.000725
export IMPL_synth_cells=113
export IMPL_fraction_of_post_synthesis_cell_area_in_the_top_cell_type_by_area_pct=37.7
export IMPL_vdd_drop_max_mv=0.0701
export IMPL_design_seq_count=0
export IMPL_timing_critical_path_arrival_ns=2.65
export IMPL_antenna_found_initial=0
export IMPL_portBuffers=130
export IMPL_grt_usage_pct=12.6
export IMPL_drt_first_iter_violations=36
export IMPL_cts_resized_gates=0
export IMPL_max_slew_margin_rel_pct=75.0
export IMPL_grt_overflow=0
export IMPL_fin_util_pct=54.0
export IMPL_ys_seq_share_pct=0
export IMPL_setup_repair_after_global_routing_missed_its_margin="false"
export IMPL_tightest_slew_ns=0.374
export IMPL_max_cap_violations=0
export IMPL_die_width_um=81
export IMPL_setup_violations=0
export IMPL_run_status="completed"
export IMPL_wl_cell_um=15.6
export IMPL_critPathLaunchType="primary input"
export IMPL_detail_route_antenna_diodes=0
export IMPL_synth_cell_types=8
export IMPL_placed_cells=284
export IMPL_ys_chip_area_um2=637
export IMPL_yosys_top_cells_area="a22oi_1 38%, o21ai_1 24%, nand2_1 19%"
export IMPL_hold_viol_final=0
==> worst max-delay path, stage by stage <==
cell	delay, ns
clkdlybuf4s50_1	0.49
inv_1	0.05
ha_2	0.31
buf_4	0.34
nand2_1	0.08
o21ai_1	0.09
clkdlybuf4s50_1	0.49
==> through the flow <==
stage	hold slack [ns]	power, uW	worst slack (ns)	area, um^2
after detailed placement	2.47	247	0.452	1960
after floorplan	1.62	64.7	1.64	637
final	2.47	244	0.474	1960
after global placement	2.47	246	0.484	1960
after global routing	2.51	269	0.305	1960
after CTS	2.48	249	0.442	1960
==> routing by layer <==
layer | up-vias | track usage [%] | routed length [um]
met5 | - | 0 | 0
met4 | 0 | 0.692 | 34
met3 | 2 | 4.23 | 487
met2 | 71 | 22.4 | 2150
met1 | 539 | 15.1 | 1760
li1 | 669 | - | -
==> cells in the final DEF (no fill, tap or decap) <==
cell type	count
a22oi_1	32
buf_4	6
clkdlybuf4s50_1	130
ha_1	1
ha_2	1
inv_1	2
nand2_1	32
o21ai_0	2
o21ai_1	30
==> cell type report <==
type | count | share of cell area [%]
multi-input cells | 98 | 27.9
well taps | 48 | 3.06
inverters | 2 | 0.383
repair buffers | 136 | 68.6
==> final timing paths <==
kind    from  endpoint  depth (start not counted)
min    x0[9]      y[9]                          4
max   sig[0]     y[15]                          7
==> where the power goes <==
group | internal, uW | leakage (uW) | switching (uW)
registers | 0 | 0 | 0
clock network | 0 | 0 | 0
logic | 174 | 0.000725 | 70.0
==> cells by family (layout without fill, tap and decap cells) <==
kind of cell / after synthesis / after routing / share of synthesized area (%)
AOI/OAI and AO/OA: 64 / 64 / 62.9
adders and majority gates: 2 / 2 / 3.93
buffers and inverters: 15 / 138 / 14.3
and+or+nand+nor: 32 / 32 / 18.9
Power figures rest on the tool's default switching activity, not on a simulated workload.
